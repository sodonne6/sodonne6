**./run.sh**
```bash
#!/bin/bash
# OpenROAD 26Q1-2900-gdf79404cd8, Yosys 0.63+post, stock flow scripts
make -C /OpenROAD-flow-scripts/flow DESIGN_CONFIG=/design/flow/config.mk WORK_HOME=/design/flow/orfs finish
```
**./config.mk**
```make
export PLATFORM = sky130hd
export DESIGN_NAME = top
export DESIGN_NICKNAME = top
export VERILOG_FILES = /design/flow/design.v
export SDC_FILE = /design/flow/constraint.sdc
export NUM_CORES = 4
export LEC_CHECK = 1
export CORE_UTILIZATION = 30
```
**./constraint.sdc**
```tcl
current_design top

set clk_period 3.9
set clk_io_pct 0.2

create_clock -name clk0 -period $clk_period [get_ports {CCLK}]

set non_clock_inputs [all_inputs -no_clocks]
set_input_delay [expr $clk_period * $clk_io_pct] -clock clk0 $non_clock_inputs
set_output_delay [expr $clk_period * $clk_io_pct] -clock clk0 [all_outputs]
```
**./design.v**
```verilog
`timescale 1ns / 1ps
module lfsr (
    input wire clk,  
    input wire reset,  
    output wire [21:0] lfsr_reg,   
    output reg [21:0] one_counter,  
    output reg [21:0] zero_counter,  
    output reg max_tick_reg 
);
 localparam seed_val = 22'b1111111111111110111000;  
reg [21:0] register;  
reg [21:0] next_register;  
reg tap_feedback;  
integer cycle_counter;  
always @(posedge clk, posedge reset) 
    if (reset)  
        begin
            register <= seed_val;
            max_tick_reg <= 1'b0; 
            zero_counter <= 22'b00000000000000000000000;  
            one_counter <= 22'b00000000000000000000000; 
            cycle_counter <= 0;  
        end
    else
        begin
            register <= next_register;
            cycle_counter <= cycle_counter + 1;
            if (cycle_counter == 2**22 - 1) 
                begin
                max_tick_reg <= 1'b1;
                zero_counter <= 22'b00000000000000000000000; 
                one_counter <= 22'b00000000000000000000000; 
                cycle_counter <= 0; 
                end
            else
                max_tick_reg <= 1'b0;
                begin
                    if (lfsr_reg[0] == 1'b1)
                    one_counter = one_counter + 1;  
                else if (lfsr_reg[0] == 1'b0)
                    zero_counter = zero_counter + 1;  
                end
        end
always @*
begin
    tap_feedback = ~(register[21] ^~ register[16]);  
    next_register = {register[20:0], tap_feedback};  
end 
assign lfsr_reg = register;  
endmodule
`timescale 1ns / 1ps
module clk1hz(
    input wire clk_input,   
    output reg clk_output   
);
    reg [25:0] counter = 0;
    always @(posedge clk_input) 
    begin
        if (counter >= 50000000) 
        begin
            counter <= 0;
            clk_output <= ~clk_output;
        end
        else 
        begin
            counter <= counter + 1;
        end
    end
endmodule
`timescale 1ns / 1ps
module top(
    input wire CCLK,           
    input wire reset,         
    input wire switch_R2,     
    output wire led_max_tick, 
    output wire [13:0] led   
);
    wire [21:0] lfsr_reg;    
    wire clk;
    wire max_tick_reg;          
    reg [13:0] led_output;     
    clk1hz clock_1hz(
        .clk_input(CCLK), 
        .clk_output(clk)  
    );
    lfsr lfsr(
        .clk(clk),
        .reset(reset),
        .lfsr_reg(lfsr_reg),
        .max_tick_reg(max_tick_reg) 
    );
    always @* begin
        if (switch_R2) 
        begin
            led_output = lfsr_reg[21:14];
        end else 
        begin
            led_output = lfsr_reg[13:0];
        end
    end
    assign led_max_tick = max_tick_reg;
    assign led = led_output[13:0];
endmodule
```
==> run notes <==
run metrics: crit path time final=~3.2 ns, Chip Area=0.0123 mm², Detailed Route Iter0 Violations=around 86, Slew @ Worst Pin=about 0.85 ns, Final Max Tran Viols=0, placed wire-length estimate=approximately 4.0 mm, register pins left without a clock=55, Worst EP arrival=about 2.4 ns, Setup Fix Bufs, Post-CTS=0, H-tree lvl count=1, Worst EP required=about 3.1 ns, post-cts repair resize count=0, CTS Buf Count=3, post-route ant nets=0, I/O Buffers=17, vias in the first global route=2209, mean post-synth cell area=about 11 µm², Fillers=~1100, dpl ws=0.697 ns, maximum capacitance violations=0, pin count of the biggest net entering global routing=57, DR vias=2388, CTS clk-pin slew, worst paths=0.06 ns, GRT Max-Usage Layer=met2, FP Util=0.309, Final Power=about 530 µW, IO Count=18, Log Warnings=27, CTS tree=yes, M1 GR Usage=0.161, routed len/inst=11.8 µm, crit path launch=switch_R2, Pwr per Cell Area=133 mW/mm², crit path to=led[3], Hold-fix buffers, CTS=0, clk buf depth=2, VDD IR-drop max=about 180 µV, crit end category=primary output, met2 usage=0.164, Setup CP Type=primary input to primary output, most frequent logic cell in the layout=dfrtp_1, cell taking the most area after synthesis=dfrtp_1, Critical Path Source Type=primary input, initial antenna violation count=0, Cell Count, Final, Fillers Out=491, share of cells above drive strength 1=0.118, Layout Skew=0.00390 ns, ys cells=334, die height=about 110 µm, M3 GR Usage=0.00836, GRT Util Overall=0.101, Vias/cell=4.86, Final Wtd Congestion=~0.77, Yosys Chip Area=approximately 0.0036 mm², worst skew pair latency=about 0.26 ns, Hold Violations, Final=0, die width=~110 µm, first-pass GRT wire length=10.4 mm, max reg flops=32, core area=between 0.01 and 0.015 mm², Rows=39, hold slack=0.484 ns, worst reg2reg path depth=5, root buf cell=clkbuf_16, DRC=0, ant diodes=0, endpoints left unconstrained=56, r2r setup slk=roughly 2.0 ns, total number of yosys warnings=3, Area Overhead vs Synth=11.4%, final worst path period share=0.813, Setup WS post-layout=0.727 ns, fmax=315 MHz, most numerous logic cells after layout=dfrtp_1 (37), nor2_1 (31), xnor2_1 (28), Crit Reg-Reg Endpoint=clock_1hz.counter[11], Lkg Pwr=1.59 nW, Fin Setup TNS=0 ns, Area contributors post-synth=dfrtp_1 (26%), dfxtp_1 (15%), dfstp_2 (13%), routed wire length=roughly 5.8 mm, grt ovf=0, Seq/Total Area, Yosys=0.547, relative slew slack=0.427, Hold Crit Class=flop to flop, RSZ-0062 raised after global routing=false, placed cell count=approximately 490, R2R Path Start=clock_1hz.counter[19], distinct cell type count after synthesis=38, Cells after Synth=roughly 330, outcome=finished clean, crit-path max FO=14, final setup vio count=0, cell area after synthesis=0.00356 mm², Synth top area share=0.260, flops & latches, synth=82, Largest regs=lfsr.cycle_counter x32, clock_1hz.counter x26, lfsr.register x22, largest reg by FF count=lfsr.cycle_counter, drt pass-1 iters=23
==> stage by stage <==
step / util / cell area [µm²]
finish: 0.345 / 3970
global route: 0.345 / 3970
CTS: 0.345 / 3970
detailed placement: 0.338 / 3890
global placement: 0.338 / 3890
floorplan: - / 3560
==> power breakdown <==
| part | total [mW] | internal, mW | switching [mW] |
|---|---|---|---|
| Combinational | 0.0162 | 0.00369 | 0.0125 |
| Sequential | 0.278 | 0.278 | 0 |
| Clock | 0.232 | 0.140 | 0.0919 |
==> cell usage after synthesis, drive strengths merged <==
library cell	count
dfrtp	37
nor2	31
xnor2	28
dfxtp	26
nand4	24
nand2	20
dfstp	18
a21oi	14
nand3	14
inv	13
xor2	13
nor3	10
or4	10
and3	8
mux2	8
nor4	8
and4	7
clkbuf	7
nor2b	7
o31ai	6
o21ai	5
nand4b	4
buf	3
ha	3
or3	2
a21bo	1
a31oi	1
a41o	1
and2	1
edfxtp	1
nand3b	1
o311ai	1
o32ai	1
==> critical path, cell delays in order <==
cell             delay (ns)
clkdlybuf4s50_1        0.81
mux2_2                 0.40
clkdlybuf4s50_1        0.40
==> worst min-delay path by stage <==
| stage | from | endpoint | slack, ns | depth (start not counted) |
|---|---|---|---|---|
| CTS | clock_1hz.counter[0] | clock_1hz.counter[0] | 0.49 | 1 |
| global route | clock_1hz.counter[23] | clock_1hz.counter[23] | 0.52 | 2 |
| finish | clock_1hz.counter[0] | clock_1hz.counter[0] | 0.48 | 1 |
==> logic make-up (layout without fill, tap and decap cells) <==
kind of cell	count (synthesis)	in the layout	synth area share
fa+ha+maj	3	3	0.0105
flops	82	82	0.547
mux	8	8	0.0253
simple gates	147	147	0.234
compound gates	30	30	0.0559
buf+inv	23	37	0.0260
xor+xnor	41	41	0.101
==> final cells by class <==
cell class              count  area [µm²]  share of cell area
flip-flops and latches     82        1950               0.491
repair buffers             20         193              0.0485
inverters                  13        48.8              0.0123
multi-input cells         229        1520               0.383
clock buffers               4        78.8              0.0199
well taps                 143         179              0.0451
==> per-layer routing <==
layer / vias up / share of wire
li1: 1220 / -
met1: 1138 / 0.53
met2: 25 / 0.45
met3: 5 / 0.017
met4: 0 / 0.0052
met5: - / 0
No activity file was given, so power comes from the tool's default toggle rates.
