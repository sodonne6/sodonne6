`flow/run.sh`:
```
#!/bin/bash
# OpenROAD 26Q1-2900-gdf79404cd8, Yosys 0.63+post, stock flow scripts
make -C /OpenROAD-flow-scripts/flow DESIGN_CONFIG=/design/flow/config.mk WORK_HOME=/design/flow/orfs finish
```
`flow/config.mk`:
```
export PLATFORM = sky130hd
export DESIGN_NAME = ALU
export DESIGN_NICKNAME = ALU
export VERILOG_FILES = /design/flow/design.v
export SDC_FILE = /design/flow/constraint.sdc
export NUM_CORES = 4
export LEC_CHECK = 1
export CORE_AREA = 10 10 84 84
export DIE_AREA = 0 0 94 94
```
`flow/constraint.sdc`:
```
current_design ALU

set clk_period 3.5
set clk_io_pct 0.2

create_clock -name clk0 -period $clk_period

set non_clock_inputs [all_inputs -no_clocks]
set_input_delay [expr $clk_period * $clk_io_pct] -clock clk0 $non_clock_inputs
set_output_delay [expr $clk_period * $clk_io_pct] -clock clk0 [all_outputs]
```
`flow/design.v`:
```
module ALU(
input wire [5:0] a,b,
input wire [2:0] fxn,
output reg [5:0] x
    );
wire [5:0] Ainvert,Binvert,AnxorB,AplusB,AminusB;            
wire AlessB;                                                 
invert6 A_invert (.x(a), .invertx(Ainvert));                                    
invert6 B_invert (.x(b), .invertx(Binvert));                                    
less6 A_less_B (.x(a), .y(b), .less_6(AlessB));                                 
nxor6 A_nxor_B (.x(a),.y(b), .nxor_6(AnxorB));                                  
AdderSubtractor6Bit A_plus_B (.x(a), .y(b), .sel(0), .sum(AplusB));             
AdderSubtractor6Bit A_minus_B (.x(a), .y(b), .sel(1), .sum(AminusB));           
always @(*)
begin 
    if (fxn == 3'b000) {x} = {a};                                            
    if (fxn == 3'b001) {x} = {b};                                            
    if (fxn == 3'b010) {x} = {Ainvert};                                      
    if (fxn == 3'b011) {x} = {Binvert};                                      
    if (fxn == 3'b100) {x[5:1],x[0]} = {0,AlessB};                           
    if (fxn == 3'b101) {x} = {AnxorB};                                       
    if (fxn == 3'b110) {x} = {AplusB};                                       
    if (fxn == 3'b111) {x} = {AminusB};                                      
end
endmodule
module AdderSubtractor6Bit(
    input [5:0] x,   
    input [5:0] y,   
    input sel,       
    output overflow, 
    output cout,     
    output [5:0] sum 
);
    wire [5:0] yin;
    wire [5:0] carry;
    assign y_in = sel ? ~y : y;
    assign carry[0] = sel;
    fullAdder fA0(x[0], y_in[0], carry[0], sum[0], carry[1]);
    fullAdder fA1(x[1], y_in[1], carry[1], sum[1], carry[2]);
    fullAdder fA2(x[2], y_in[2], carry[2], sum[2], carry[3]);
    fullAdder fA3(x[3], y_in[3], carry[3], sum[3], carry[4]);
    fullAdder fA4(x[4], y_in[4], carry[4], sum[4], carry[5]);
    fullAdder fA5(x[5], y_in[5], carry[5], sum[5], cout);
    assign overflow = carry[5] ^ cout;
endmodule
module eq1
   (
    input wire i0, i1,
    output wire eq
   );
   wire p0, p1;
   assign eq = p0 | p1;
   assign p0 = ~i0 & ~i1;
   assign p1 = i0 & i1;
endmodule
module eq2
   (
    input  wire[1:0] a, b,			 
    output wire aeqb				 
   );
   wire e0, e1;
   eq1 eq_bit0_unit (.i0(a[0]), .i1(b[0]), .eq(e0));
   eq1 eq_bit1_unit (.eq(e1), .i0(a[1]), .i1(b[1]));
   assign aeqb = e0 ^ e1;
endmodule
module fullAdder(a, b, cin, s, cout);
  input wire a, b, cin;
  output wire s, cout;
  assign s = cin ^ a ^ b;
  assign cout = (b & cin) | (a & cin) | (a & b); 
endmodule
module greq2(
input wire [1:0] a,b,  
output wire agrb  
    );
    wire q0,q1,q2;
    assign agrb = q0 | q1 | q2;
    assign q0 = a[1] & ~b[1];
    assign q1 = a[0] & ~b[1] & ~b[0];
    assign q2 = a[1] & a[0] & ~b[0];
endmodule
module greq8(
input wire [7:0] a,b,
output greq
    );
    wire e0,e1,e2,e3,g0,g1,g2,g3;
    eq2 eq_0 (.a(a[1:0]), .b(b[1:0]), .aeqb(e0));
    eq2 eq_1 (.aeqb(e1), .a(a[3:2]), .b(b[3:2]));
    eq2 eq_2 (.aeqb(e2), .a(a[5:4]), .b(b[5:4]));
    eq2 eq_3 (.aeqb(e3), .a(a[7:6]), .b(b[7:6]));
    greq2 gr_0 (.a(a[1:0]), .b(b[1:0]), .agrb(g0));
    greq2 gr_1 (.agrb(g1), .a(a[3:2]), .b(b[3:2]));
    greq2 gr_2 (.agrb(g2), .a(a[5:4]), .b(b[5:4]));
    greq2 gr_3 (.agrb(g3), .a(a[7:6]), .b(b[7:6]));
    assign greq = g3 | e3 & g2 | e3 & e2 & g1 | e3 & e2 & e1 & g0 | e3 & e2 & e1 & e0;
endmodule
module invert1(
input wire d,
output wire notd
    );
    assign notd= ~d;  
endmodule
module invert6(
input wire [5:0] x,
output wire [5:0] notx,
output wire [5:0] invertx
);
wire b = 6'b000001;  
invert1 invert1_0 (.d(x[0]), .notd(notx[0]));
invert1 invert1_1 (.d(x[1]), .notd(notx[1]));
invert1 invert1_2 (.d(x[2]), .notd(notx[2]));
invert1 invert1_3 (.d(x[3]), .notd(notx[3]));
invert1 invert1_4 (.d(x[4]), .notd(notx[4]));
invert1 invert1_5 (.d(x[5]), .notd(notx[5]));
assign invertx = notx + b;
endmodule
module less6(
input wire [7:0] x,y,
output less_6
    );
wire [7:0] x8,y8;
wire msbx, msby, out;
assign msbx = x[5];
assign msby = y[5];
assign x8 [7:6] = 0;
assign y8 [7:6] = 0;
assign x8 [5:0] = x;
assign y8 [5:0] = y;
greq8 A_greq_B (.a(x8), .b(y8), .greq(out));
assign less_6 = ~msbx & out | ~msbx & msby | msby & out;
endmodule
module nxor1(
    input wire a,b,
    output wire nxor_1
    );
    assign nxor_1 = ~(a ^ b); 
endmodule
module nxor6(
input wire [5:0] x, y,
output wire [5:0] nxor_6
    );
    nxor1 nxor_0 (.a(x[0]), .b(y[0]), .nxor_1(nxor_6[0]));
    nxor1 nxor_1 (.a(x[1]), .b(y[1]), .nxor_1(nxor_6[1]));
    nxor1 nxor_2 (.a(x[2]), .b(y[2]), .nxor_1(nxor_6[2]));
    nxor1 nxor_3 (.a(x[3]), .b(y[3]), .nxor_1(nxor_6[3]));
    nxor1 nxor_4 (.a(x[4]), .b(y[4]), .nxor_1(nxor_6[4]));
    nxor1 nxor_5 (.a(x[5]), .b(y[5]), .nxor_1(nxor_6[5]));
endmodule
```
==> results_dict.tcl <==
# metrics dict for downstream scripts
set metrics [dict create \
    status "finished, final reports clean" \
    unclocked_pins 6 \
    synth_cell_types 36 \
    fin_util_pct 16.8 \
    antenna_found_initial 0 \
    drt_iter0_drc 24 \
    crit_start "fxn[1]" \
    fp_util_pct 11.2 \
    drive_gt1_share_pct 13.6 \
    power_density_mw_per_mm2 100 \
    min_period_over_period_pct 96.6 \
    vias_per_cell 3.64 \
    postCtsSetupBuffers 0 \
    cp-end-kind "output port" \
    edf_count 0 \
    leakagePower_nw 0.341 \
    power_switching_mw 0.0395 \
    place_inst 173 \
    placed_area_um2 880 \
    drc 0 \
    cp.arrival_ns 2.68 \
    setup_viol 0 \
    die_h_um 94 \
    swShare_pct 45.0 \
    vias 630 \
    tool_warnings 32 \
    drv_cap 0 \
    hold_violations 0 \
    p_comb_share_pct 90.4 \
    rows 26 \
    start_kind "input port" \
    chip_area_mm2 0.00884 \
    gp_congestion 0.849 \
    untimed_endpoints 6 \
    postSynthCellCount 81 \
    largest_register_ffs 6 \
    power_mw 0.0879 \
    fin_crit_ns 3.38 \
    crit_end "x[2]" \
    num_io_pins 21 \
    core_area_mm2 0.00520 \
    ys_warn_count 12 \
    critPathMaxFanout 14 \
    ys_cells 81 \
    wl_per_cell_um 10.3 \
    grt_overflow 0 \
    pwr-share-clk_pct 0 \
    port_buffers 21 \
    grt_max_degree 19 \
    peakVddDrop_v 0.0000392 \
    dp_hpwl_um 1510 \
    antennaDiodeCount 0 \
    grt_pass1_wl_um 3050 \
    first_global_vias 594 \
    routed_wirelength_um 1790 \
    ys_ff 6 \
    p_int_mw 0.0484 \
    grtUsageTotal_pct 4.15 \
    drv_slew 0 \
    required_ns 2.80 \
    synth.avg_cell_area_um2 7.20 \
    ys.flop_type "dlxtn_1" \
    grt_setup_unrepaired "false" \
    seqPwrFrac_pct 9.6 \
    drt_first_pass_iters 4 \
    syn_area_um2 583 \
    stdcell_count 173 \
    ys_async_sr_fraction_pct 0 \
    ys_area_um2 583 \
    path_class "input port to output port" \
    clock.fmax_mhz 296 \
    place_worst_setup_slack_ns -0.484 \
    fin_setup_tns_ns 0 \
    die_w_um 94 \
    design_area_um2 875 \
    setup_slack_ns 0.117 \
    area_growth_pct 50.0 \
    drtAntennaViolNets 0 \
]
-- layout by cell type (no fill, tap or decap), drive strengths merged, types with 2 or more instances in the layout --
| cell type | instances |
|---|---|
| o22ai | 3 |
| nor2b | 6 |
| a21oi | 6 |
| dlygate4sd2 | 6 |
| dlxtn | 6 |
| o221ai | 2 |
| nand2b | 2 |
| nor2 | 7 |
| conb | 6 |
| or3 | 2 |
| buf | 3 |
| o32a | 2 |
| o31ai | 3 |
| nor3 | 4 |
| ha | 3 |
| clkdlybuf4s50 | 10 |
| o21ai | 4 |
| inv | 9 |
| xnor2 | 3 |
-- power by group through the flow --
stage	logic, mW	registers (mW)	clock network (mW)
CTS	0.0814	0.00847	0
global route	0.0909	0.00871	0
finish	0.0795	0.00839	0
-- worst max-delay path: stages --
cell	delay, ns
clkdlybuf4s18_2	0.35
inv_1	0.13
o32a_1	0.35
o32a_1	0.18
nor3_2	0.17
dlxtn_1	0.35
clkdlybuf4s50_1	0.45
-- cells in the mapped netlist, drive strengths merged, types with 2 or more instances --
| cell | number | area, um^2 |
|---|---|---|
| a21oi | 6 | 30.0 |
| o22ai | 3 | 18.8 |
| nor2b | 6 | 37.5 |
| buf | 3 | 16.3 |
| xnor2 | 3 | 26.3 |
| dlxtn | 6 | 90.1 |
| ha | 3 | 37.5 |
| or3 | 2 | 17.5 |
| inv | 9 | 33.8 |
| nor2 | 7 | 26.3 |
| nand2b | 2 | 12.5 |
| o32a | 2 | 20.0 |
| o31ai | 3 | 36.3 |
| o221ai | 2 | 17.5 |
| o21ai | 4 | 20.0 |
| nor3 | 4 | 20.0 |
-- cells by family after synthesis --
group / synth area share [%]
compound gates: 34.8
simple gates: 23.8
buf+inv: 9.23
latches: 15.5
xor+xnor: 6.01
fa+ha+maj: 6.44
mux: 3.65
other cells: 0.643
-- layer usage --
layer	track usage (%)	share of wire [%]	vias up
met3	0.646	4.5	0
met1	6.12	48	280
met2	6.57	47	13
li1	-	-	337
met5	0	0	-
met4	0	0	0
-- layout make-up --
type / instances / area, um^2
well taps: 70 / 87.6
fillers: 616 / 4330
flip-flops and latches: 6 / 90.1
repair buffers: 21 / 188
inverters: 9 / 33.8
multi-input cells: 67 / 475
-- what timing repair did --
action                                  4_1_cts  5_1_grt
gates resized                                22       10
pin swaps                                     4        1
hold buffers                                  0        0
endpoints found under the setup margin        6        3
Power is estimated from default activity; no workload was simulated.
